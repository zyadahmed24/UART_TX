==> design/flow/design.v <==
module FSM (
    input wire       Data_Valid,
    input wire       PAR_EN,
    input wire       ser_done,
    input wire       clk, rst,
    output reg       ser_en,
    output reg [1:0] mux_sel,
    output reg       busy
);
reg IDLE = 'b0;
reg OPRT = 'b1;
reg current;
reg next;
reg         proc_flag;
reg [3:0]   counter;
reg [1:0]   mux_sel_reg;
always @(posedge clk or negedge rst) begin
    if(!rst)
    begin
        current <= IDLE;
    end
    else
    begin
        current <= next;
    end
end
always @(*) begin
    case(current)
        IDLE : begin
            if(Data_Valid)
            begin
                next = OPRT;
            end
            else
            begin
                next = IDLE;
            end
        end
        OPRT : begin
            if(proc_flag)
            begin
                next = OPRT;
            end
            else
            begin
                next = IDLE;
            end
        end
    endcase
end
always @(*) begin
    case(current)
        IDLE : begin
            mux_sel_reg = 'b01;
            if(counter == 'd10 || counter == 'd11)
            begin
                busy = 'b1;
            end
            else
            begin
                busy = 'b0;
            end
            ser_en = 'b0;
        end
        OPRT : begin
            proc_flag   = 'b1;
            if(mux_sel != 'b1)
            begin
                busy  = 'b1;
            end
            else
            begin
                busy = 'b0;
            end
            if(counter == 'b0)
            begin
                mux_sel_reg = 'b00;
            end
            else if(!ser_done && counter!='b0)
            begin
                ser_en      = 'b1;
                mux_sel_reg = 'b10;
            end
            else if(PAR_EN && counter=='d9)
            begin
                mux_sel_reg = 'b11;
            end
            else
            begin
                mux_sel_reg = 'b01;
                proc_flag = 'b0;
            end
        end
        default : begin
            proc_flag = 'b0;
            mux_sel_reg = 'b01;
            ser_en = 'b0;
            busy = 'b0;
        end
    endcase
end
always @(posedge clk or negedge rst) begin
   if(!rst) 
   begin
    mux_sel <= 'b01;
   end
   else
   begin
    mux_sel <= mux_sel_reg;
   end
end
always @(posedge clk or negedge rst) begin
   if(!rst) 
   begin
    counter <= 'b0;
   end
   else if(current == OPRT)
   begin
    counter <= counter + 'b1;
   end
   else
   begin
    counter <= 'b0;
   end
end
endmodule
module mux(
    input wire [1:0] mux_sel,
    input wire       start_bit,
    input wire       stop_bit,
    input wire       ser_data,
    input wire       par_bit,
    output reg       TX_out
);
always @(*) begin
    case(mux_sel)
        'b00 : TX_out = start_bit;
        'b01 : TX_out = stop_bit;
        'b10 : TX_out = ser_data;
        'b11 : TX_out = par_bit;
    endcase
end
endmodule
module parityCalc (
    input  wire [7:0] P_DATA,
    input  wire       Data_Valid,
    input  wire       PAR_TYP,
    input  wire       clk,rst,
    output reg        par_bit
);
reg par_bit_reg;
always @(*) begin
    if(Data_Valid)
    begin
        if(!PAR_TYP)
        begin
            par_bit_reg = ^(P_DATA);
        end
        else
        begin
            par_bit_reg = ~(^(P_DATA));
        end
    end
    else
    begin
        par_bit_reg = par_bit;
    end
end
always @(posedge clk or negedge rst) begin
    if(!rst)
    begin
        par_bit <= 0;
    end
    else
    begin
        par_bit <= par_bit_reg;
    end
end
endmodule
module serializer (
    input  wire [7:0] P_DATA,
    input  wire       clk, rst,
    input  wire       ser_en,
    output reg        ser_data,
    output reg        ser_done
);
reg [3:0] counter;
reg [7:0] Received_Data;
reg       count_done;
always @(posedge clk or negedge rst) begin
    if(!rst)
    begin
        Received_Data <= 'b0;
    end
    else if(!ser_en)
    begin
        Received_Data <= P_DATA;
    end
end
always @(posedge clk or negedge rst) begin
    if(!rst)
    begin
        counter <= 'b0;
    end
    else if(count_done == 0 && ser_en == 'b1)
    begin
        counter <= counter + 'b1;
    end
    else if(ser_en == 'b0)
    begin
        counter <= 'b0;
    end
end
always @(*) begin
    if(counter == 'd8)
    begin
        count_done = 'b1;
    end
    else if(ser_en == 'b0)
    begin
        count_done = 'b0;
    end
    else
    begin
        count_done = 'b0;
    end
end
always @(*) begin
    if(count_done == 'b1)
    begin
        ser_done = 'b1;
    end
    else
    begin
        ser_done = 'b0;
    end
end
always @(posedge clk or negedge rst) begin
    if(!rst)
    begin
        ser_data <= 'b0;
    end
    else if(ser_en=='b1)
    begin
        if(! count_done)
        begin
            {ser_data, Received_Data[7:1]} <= Received_Data;
        end
    end
end
endmodule
module uart_tx (
    input  wire       PAR_EN,
    input  wire [7:0] P_DATA,
    input  wire       Data_Valid,
    input  wire       PAR_TYP,
    input  wire       clk, rst,
    output wire       TX_out,
    output wire       busy
);
wire       start_bit = 'b0;
wire       stop_bit  = 'b1;
wire       par_bit;
wire [1:0] mux_sel;
wire       ser_en;
wire       ser_data;
wire       ser_done;
serializer serunit(P_DATA, clk, rst, ser_en, ser_data, ser_done);
FSM        fsmunit(Data_Valid, PAR_EN, ser_done, clk, rst, ser_en, mux_sel, busy);
parityCalc parunit(P_DATA, Data_Valid, PAR_TYP, clk, rst, par_bit);
mux        muxunit(mux_sel, start_bit, stop_bit, ser_data, par_bit, TX_out);
endmodule
==> design/flow/run.sh <==
#!/bin/bash
# OpenROAD 26Q1-2900-gdf79404cd8, Yosys 0.63+post, stock flow scripts
make -C /OpenROAD-flow-scripts/flow DESIGN_CONFIG=/design/flow/config.mk WORK_HOME=/design/flow/orfs finish
==> design/flow/config.mk <==
export PLATFORM = sky130hd
export DESIGN_NAME = uart_tx
export DESIGN_NICKNAME = uart_tx
export VERILOG_FILES = /design/flow/design.v
export SDC_FILE = /design/flow/constraint.sdc
export NUM_CORES = 4
export LEC_CHECK = 1
export CORE_AREA = 10 10 106 106
export DIE_AREA = 0 0 116 116
==> design/flow/constraint.sdc <==
current_design uart_tx

set clk_period 1.9
set clk_io_pct 0.2

create_clock -name clk0 -period $clk_period [get_ports {clk}]

set non_clock_inputs [all_inputs -no_clocks]
set_input_delay [expr $clk_period * $clk_io_pct] -clock clk0 $non_clock_inputs
set_output_delay [expr $clk_period * $clk_io_pct] -clock clk0 [all_outputs]
==> summary.rpt <==
RUN METRICS
----------------------------------------------------
[Run status]
  Halt Stage ........................ 1_2_yosys
  Error that stopped the run ........................ ERROR: Found 7 problems in 'check -assert'.
  Run status ........................ did not finish

[Synthesis]
  Count of different cell masters after synthesis ........................ 30
  EDFF count, synth ........................ 7
  Share of async-settable or async-resettable flops after synthesis ........................ 0.719
  Number of cell instances after yosys synthesis ........................ 97
  Synth Register Bits ........................ 32
  Most common reg cell ........................ sky130_fd_sc_hd__dfrtp_1
  Post-synth area from yosys stat ........................ 0.00135 sq mm
  Yosys warning count ........................ 4

----------------------------------------------------
[cells by family after synthesis]
family | synth area share
adders and majority gates | 0.0556
xor gates and xnor gates | 0.0935
muxes | 0.0944
and+or+nand+nor | 0.102
buffers and inverters | 0.0194
DFF | 0.582
AOI/OAI and AO/OA | 0.0306
latches | 0.0222
[cells in the mapped netlist, drive strengths merged (2+ instances only)]
master | instances | area [sq um]
and2 | 7 | 43.8
and3 | 2 | 12.5
clkbuf | 2 | 7.51
dfrtp | 22 | 551
edfxtp | 7 | 210
ha | 6 | 75.1
inv | 5 | 18.8
mux2 | 11 | 128
nand2b | 2 | 12.5
nand3 | 2 | 10.0
nor2 | 2 | 7.51
nor2b | 4 | 25.0
nor3b | 2 | 15.0
o21ai | 2 | 10.0
xnor2 | 9 | 86.3
xor2 | 2 | 17.5
